<file path="flow/config.mk">
export PLATFORM = sky130hd
export DESIGN_NAME = Circuit74181
export DESIGN_NICKNAME = Circuit74181
export VERILOG_FILES = /design/flow/design.v
export SDC_FILE = /design/flow/constraint.sdc
export NUM_CORES = 4
export LEC_CHECK = 1
export CORE_AREA = 10 10 70 70
export DIE_AREA = 0 0 80 80
</file>
<file path="flow/constraint.sdc">
current_design Circuit74181

set clk_period 4.0
set clk_io_pct 0.2

create_clock -name clk0 -period $clk_period

set non_clock_inputs [all_inputs -no_clocks]
set_input_delay [expr $clk_period * $clk_io_pct] -clock clk0 $non_clock_inputs
set_output_delay [expr $clk_period * $clk_io_pct] -clock clk0 [all_outputs]
</file>
<file path="flow/design.v">
module Circuit74181 (S, A, B, M, CNb, F, X, Y, CN4b, AEB);
  input [3:0] A, B, S;
  input CNb, M; 
  output [3:0] F;
  output AEB, X, Y, CN4b;
  TopLevel74181 Ckt74181 (S, A, B, M, CNb, F, X, Y, CN4b, AEB);
endmodule  
module TopLevel74181 (S, A, B, M, CNb, F, X, Y, CN4b, AEB);
  input [3:0] A, B, S;
  input CNb, M; 
  output [3:0] F;
  output AEB, X, Y, CN4b;
  wire [3:0] E, D, C, Bb;
  Emodule Emod1 (A, B, S, E, Bb);
  Dmodule Dmod2 (A, B, Bb, S, D);
  CLAmodule CLAmod3(E, D, CNb, C, X, Y, CN4b);
  Summodule Summod4(E, D, C, M, F, AEB);
endmodule  
module Emodule (A, B, S, E, Bb);
  input [3:0] A, B, S;
  output [3:0] E, Bb;
  wire [3:0]  ABS3, ABbS2;
  not Bb0gate(Bb[0], B[0]);
  not Bb1gate(Bb[1], B[1]);
  not Bb2gate(Bb[2], B[2]);
  not Bb3gate(Bb[3], B[3]);
  and ABS30gate(ABS3[0], A[0], B[0], S[3]);
  and ABS31gate(ABS3[1], A[1], B[1], S[3]);
  and ABS32gate(ABS3[2], A[2], B[2], S[3]);
  and ABS33gate(ABS3[3], A[3], B[3], S[3]);
  and ABbS20gate(ABbS2[0], A[0], Bb[0], S[2]);
  and ABbS21gate(ABbS2[1], A[1], Bb[1], S[2]);
  and ABbS22gate(ABbS2[2], A[2], Bb[2], S[2]);
  and ABbS23gate(ABbS2[3], A[3], Bb[3], S[2]);
  nor E0gate(E[0], ABS3[0], ABbS2[0]);
  nor E1gate(E[1], ABS3[1], ABbS2[1]);
  nor E2gate(E[2], ABS3[2], ABbS2[2]);
  nor E3gate(E[3], ABS3[3], ABbS2[3]);
endmodule  
module Dmodule (A, B, Bb, S, D);
  input [3:0] A, B, Bb, S;
  output [3:0] D;
  wire [3:0]  BbS1, BS0;  
  and BbS10gate(BbS1[0], Bb[0], S[1]);
  and BbS11gate(BbS1[1], Bb[1], S[1]);
  and BbS12gate(BbS1[2], Bb[2], S[1]);
  and BbS13gate(BbS1[3], Bb[3], S[1]);
  and BS00gate(BS0[0], B[0], S[0]);
  and BS01gate(BS0[1], B[1], S[0]);
  and BS02gate(BS0[2], B[2], S[0]);
  and BS03gate(BS0[3], B[3], S[0]);
  nor D0gate(D[0], BbS1[0], BS0[0], A[0]);
  nor D1gate(D[1], BbS1[1], BS0[1], A[1]);
  nor D2gate(D[2], BbS1[2], BS0[2], A[2]);
  nor D3gate(D[3], BbS1[3], BS0[3], A[3]);
endmodule  
module CLAmodule(Gb, Pb, CNb, C, X, Y, CN4b);
  input [3:0] Gb, Pb;
  input CNb; 
  output [3:0] C;
  output X, Y, CN4b;
  not C0gate(C[0], CNb);
  buf Pb0gate(Pb0, Pb[0]);
  and CNbGb0gate(CNbGb0, CNb, Gb[0]);
  buf Pb1gate(Pb1, Pb[1]);
  and Pb0Gb1gate(Pb0Gb1, Pb[0], Gb[1]);
  and CNbGb01gate(CNbGb01, CNb, Gb[0], Gb[1]);
  buf Pb2gate(Pb2, Pb[2]);
  and Pb1Gb2gate(Pb1Gb2, Pb[1], Gb[2]);
  and Pb0Gb12gate(Pb0Gb12, Pb[0], Gb[1], Gb[2]);
  and CNbGb012gate(CNbGb012, CNb, Gb[0], Gb[1], Gb[2]);
  buf Pb3gate(Pb3, Pb[3]);
  and Pb2Gb3gate(Pb2Gb3, Pb[2], Gb[3]);
  and Pb1Gb23gate(Pb1Gb23, Pb[1], Gb[2], Gb[3]);
  and Pb0Gb123gate(Pb0Gb123, Pb[0], Gb[1], Gb[2], Gb[3]);
  nand Xgate(X, Gb[0], Gb[1], Gb[2], Gb[3]);
  nor Ygate(Y, Pb3,Pb2Gb3,Pb1Gb23,Pb0Gb123);
  nand XCNbgate(XCNb, Gb[0], Gb[1], Gb[2], Gb[3], CNb);
  nand CN4bgate(CN4b, Y, XCNb);
  nor C3gate(C[3], Pb2, Pb1Gb2, Pb0Gb12, CNbGb012);
  nor C2gate(C[2], Pb1, Pb0Gb1, CNbGb01);
  nor C1gate(C[1], Pb0, CNbGb0);
endmodule  
module Summodule(E, D, C, M, F, AEB);
  input [3:0] E, D, C;
  input M; 
  output [3:0] F;
  output AEB;
  wire [3:0] EXD, CM;
  xor EXD0gate(EXD[0], E[0], D[0]);
  xor EXD1gate(EXD[1], E[1], D[1]);
  xor EXD2gate(EXD[2], E[2], D[2]);
  xor EXD3gate(EXD[3], E[3], D[3]);
  or CM0gate(CM[0], C[0], M);
  or CM1gate(CM[1], C[1], M);
  or CM2gate(CM[2], C[2], M);
  or CM3gate(CM[3], C[3], M);
  xor F0gate(F[0], EXD[0], CM[0]);
  xor F1gate(F[1], EXD[1], CM[1]);
  xor F2gate(F[2], EXD[2], CM[2]);
  xor F3gate(F[3], EXD[3], CM[3]);
  and AEBgate(AEB, F[0], F[1], F[2], F[3]);
endmodule  
module Ej2;
	reg [3:0] A, B, S;
	reg M, CNb;
	wire [3:0] F;
	wire AEB, CN4b;
	Circuit74181 ALU(S, A, B, M, CNb, F, , , CN4b, AEB);
	initial
	begin
		M = 0;
		S='b1001;
		A = 5; B = 7; CNb = 1;
		#5 $display("%d + %d = %d(%b)", A, B, F, ~CN4b);
		M = 1;
		S = 'b1011;
		A = 'b0011; B = 'b1101;
		#5 $display("%b AND %b = %b", A, B, F);
	end
endmodule
</file>
<file path="flow/run.sh">
#!/bin/bash
# OpenROAD 26Q1-2900-gdf79404cd8, Yosys 0.63+post, stock flow scripts
make -C /OpenROAD-flow-scripts/flow DESIGN_CONFIG=/design/flow/config.mk WORK_HOME=/design/flow/orfs finish
</file>
==> run notes <==
flow finished, numbers: post-layout utilization of the core 20.9%, # rows 21, cell family with the largest share of critical-path delay buffers and inverters, number of top-level design ports 22, top area cells in the synthesized netlist mux2_2 10%, mux4_2 10%, nor2b_1 6.9%, a21oi_1 5.5%, nand2_1 5.0%, critical path required time 3200 ps, number of antenna-violating nets in the routed design 0, count of unresolved DRC violations after routing 0, shortest clock period the worst path allows after layout 3840 ps, area delta synth->final 57.9%, stage-log warning count 32, Switching Fraction 40.0%, share of final-layout standard cells stronger than drive strength 1 11.1%, crit-path cells clkdlybuf4s50_1, mux4_2, or2_0, a21oi_1, o211a_1, clkdlybuf4s50_1, number of buffers and inverters on the critical path 2, Setup Total Neg Slack 0 ps, detail-routed net length per standard cell 12.3 µm, part of the cycle the worst path needs 96.1%, clkbuf count 0, max-slew headroom at the worst pin 78.4%, yosys stat cell total 61, internal power of the cells 55.9 µW, initial antenna violation count 0, Worst VDD drop 0.0269 mV, result of the run finished clean, clock network fraction of total power 0%, placeable core region 3420 µm², Critical Path Max Stage Delay 640 ps, number of standard cells after synthesis 61, cell with the most instances after synthesis nand2_1, max-slew violations 0, combinational gate area 424 µm², area share, top type 9.97%, DIE AREA 6400 µm², total power divided by cell area 131 nW/µm², syn avg cell area 7.40 µm², Port-buffer cells 22, number of distinct standard cells referenced by the synthesized netlist 33, number of warnings printed during yosys synthesis 14, total number of vias 539, final weighted congestion in routability-driven placement 0.852, area occupied by registers 0 µm², global-route congestion overflow total 0, Psw 37.3 µW, static leakage 0.260 nW, Final setup viols 0, Total Routed Length 1.56 mm, highest net fanout along the worst path 8, height of the die 80 µm, Critical Path Start Type primary input, relative contribution of combinational cells to total power 100.0%, sum of net half-perimeters after detailed placement 1.36 mm, diodes inserted 0, share of total power in sequential cells 0%, CP max stage cell clkdlybuf4s50_1, initial DRC count 80, Vias per Instance 4.24, type of the setup path with the least slack primary input to output port, cell area after technology mapping 452 µm², critical path arrival 3040 ps, wire length of the first global-routing pass 2.49 mm, vias in the first global route 517, Hold WC Path Type primary input to output port, register area share after synthesis 0%, number of hold-slack violations in the final timing report 0, maximum number of pins on one net before global-route repair 9, critical path capture point type output port, All-Layer GR Usage 4.69%, setup repair after global routing missed its margin no, cell with the most instances on the worst path clkdlybuf4s50_1, area of the synthesized netlist per yosys stat 452 µm², die width 80 µm, slew at the pin with the worst max-slew slack 321 ps, top cell type by total area after synthesis mux2_2, number of violations of the max-capacitance limit 0, filler cell count 390, detailed-routing iteration count for the pre-antenna-repair pass 4, quantity of hold-fixing buffers added after cts 0, floorplan utilization 13.2%, list of most frequent post-synthesis cells 6 x nand2_1, 5 x a21oi_1, 5 x nor2b_1, sequential cells 0, worst hold margin 2690 ps, Max Freq 260 MHz
-- metrics by stage --
stage	instance area, µm²	setup slack (ps)	cells	power, mW
after floorplan	452	1260	61	0.0435
after global placement	713	146	127	0.0930
after detailed placement	713	145	127	0.0932
after CTS	713	140	127	0.0939
after global routing	713	31.1	127	0.103
final	713	158	127	0.0932
-- power groups by stage --
stage | Clock, mW | Combinational [mW] | Sequential (mW)
4_1_cts | 0 | 0.0939 | 0
5_1_grt | 0 | 0.103 | 0
6_report | 0 | 0.0932 | 0
-- tightest hold or removal path, cell delays in order --
cell	delay, ps
clkdlybuf4s50_1	450
nand2_1	120
nand4_1	90
clkdlybuf4s50_1	430
-- final cells by class --
cell class                 instances  area share [%]
timing repair buffer              22            30.9
tap                               46            8.07
multi-input combinational         56            59.5
inverter                           3            1.58
-- placed cells by master, fill, tap and decap left out, types with 2 or more instances in the layout --
cell             instances
a21boi_1                 2
a211oi_1                 2
mux2_2                   4
a21oi_1                  5
o21ai_0                  3
inv_1                    2
nand2_1                  6
clkdlybuf4s50_1         22
nand2b_1                 2
mux4_2                   2
xnor2_1                  2
a31oi_1                  2
nor2b_1                  5
nor2_1                   2
o31ai_1                  2
-- worst paths after layout --
check | start | to | slack, ps | cells past startpoint
worst max-delay path | B[1] | AEB | 160 | 6
worst min-delay path | A[3] | X | 2690 | 4
-- what timing repair did --
action | in CTS | in global routing
resized | 0 | 1
buffers inserted | 0 | 0
setup endpoints to repair | 0 | 1
-- metal layers --
metal,vias to the layer above,part of all wire (%),track usage (%)
met4,0,0,0
met1,246,45,6.22
met2,12,46,7.54
met3,0,8.8,1.70
li1,281,-,-
met5,-,0,0
-- cells by family (layout without fill, tap and decap cells) --
| logic type | Yosys count | in the layout | synth area share, % |
|---|---|---|---|
| AND-OR/OR-AND | 26 | 26 | 41.8 |
| AND/OR/NAND/NOR | 20 | 20 | 23.0 |
| multiplexers | 7 | 7 | 23.3 |
| buffers and inverters | 5 | 25 | 6.09 |
| XOR/XNOR | 3 | 3 | 5.82 |
Power figures rest on the tool's default switching activity, not on a simulated workload.
